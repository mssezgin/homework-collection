<file path="flow/config.mk">
export PLATFORM = sky130hd
export DESIGN_NAME = EncodedMemory
export DESIGN_NICKNAME = EncodedMemory
export VERILOG_FILES = /design/flow/design.v
export SDC_FILE = /design/flow/constraint.sdc
export NUM_CORES = 4
export LEC_CHECK = 1
export CORE_UTILIZATION = 30
</file>
<file path="flow/constraint.sdc">
current_design EncodedMemory

set clk_period 2.0
set clk_io_pct 0.2

create_clock -name clk0 -period $clk_period [get_ports {CLK}]

set non_clock_inputs [all_inputs -no_clocks]
set_input_delay [expr $clk_period * $clk_io_pct] -clock clk0 $non_clock_inputs
set_output_delay [expr $clk_period * $clk_io_pct] -clock clk0 [all_outputs]
</file>
<file path="flow/design.v">
`timescale 1ns / 1ps
module ROM (
    input [2:0] addr, 
    output reg [7:0] dataOut);
    always@(*)
    begin
        case(addr)
            3'b000 : dataOut <= 8'b00000000;
            3'b001 : dataOut <= 8'b01010101;
            3'b010 : dataOut <= 8'b10101010;
            3'b011 : dataOut <= 8'b00110011;
            3'b100 : dataOut <= 8'b11001100;
            3'b101 : dataOut <= 8'b00001111;
            3'b110 : dataOut <= 8'b11110000;
            3'b111 : dataOut <= 8'b11111111;
            default: dataOut <= 8'bzzzzzzzz;
        endcase
    end
endmodule
module XOR_RAM (
    input mode, 
    input [2:0] addr, 
    input [7:0] dataIn, 
    input [7:0] mask, 
    input CLK, 
    output reg [7:0] dataOut);
    integer i;
    reg [7:0] ram [0:7];
    initial begin
        dataOut = 0;
        for (i = 0; i < 8; i = i + 1)
            ram [i] = 8'b00000000;
    end
    always@(posedge CLK)
        if (mode == 0)
            ram [addr] <= dataIn ^ mask;
    always@(*)
        if (mode == 1)
            dataOut <= ram [addr];
endmodule
module EncodedMemory (
    input mode, 
    input [2:0] index, 
    input [7:0] number, 
    input CLK, 
    output [7:0] result);
    wire [7:0] mask;
    ROM R(index, mask);
    XOR_RAM XR(mode, index, number, mask, CLK, result);
endmodule
</file>
<file path="flow/run.sh">
#!/bin/bash
# OpenROAD 26Q1-2900-gdf79404cd8, Yosys 0.63+post, stock flow scripts
make -C /OpenROAD-flow-scripts/flow DESIGN_CONFIG=/design/flow/config.mk WORK_HOME=/design/flow/orfs finish
</file>
==> GITHUB_STEP_SUMMARY <==
### Metrics collected by this job

| Metric | Value |
|---|---|
| Via count | 1385 |
| Post-CTS setup buffer count | 0 |
| # hold bufs at CTS | 0 |
| DP Area | 3359 um2 |
| Depth of the CTS H-tree | 3 |
| Flip-flops with a built-in enable | 64 |
| First-pass GRT wire length | roughly 8000 um |
| Worst Path Max Fanout | 10 |
| CTS tree | done |
| Initial DRT Pass Iterations | 6 |
| Synthesis area per yosys | 2795 um2 |
| Global Route Usage Sum | 0.1203 |
| RSZ-0062 raised after global routing | no |
| Leak pwr | 1.277 nW |
| Final worst path period share | 0.8989 |
| CP Cell Sequence | clkdlybuf4s50_1, buf_4, buf_4, nor3_1, buf_4 |
| Crit-path most repeated cell | buf_4 |
| Register pins left without a clock | 8 |
| Vias per std cell | between 4 and 5 |
| Share of layout cells above drive strength 1 | 0.3116 |
| Largest net degree at the start of global routing | 12 |
| Most numerous logic cells after layout | edfxtp_1 (64), buf_4 (35), clkdlybuf4s50_1 (20) |
| Synth flops | 72 |
| Slew HR | 0.6465 |
| Post-route antenna net violation count | 0 |
| Gr ovfl total | 0 |
| Die Width | slightly below 100 um |
| Post-cts sizing count | 0 |
| GR Util met3 | 0.07143 |
| CTS root buffer | clkbuf_8 |
| Row Count | 34 |
| FP Util | 0.3144 |
| Max Root-Sink Buffers | 2 |
| Hold worst-path end | XR.ram[2][1] |
| Ant. Diodes | 0 |
| Number of buffers created by CTS | 9 |
| Dpl hpwl | 3481 um |
| DRT Wirelength | 5001 um |
| DRC | 0 |
| Yosys warns | 3 |
| Final Slew Violations | 0 |
| Final instance area | roughly 3500 um2 |
| Vias in the first global route | 1517 |
| Reg clk slew, reported paths | 0.06 ns |
| # port buffers | 20 |
| PwrDens | roughly 810 nW/um2 |
| CP max stage delay | 0.45 ns |
| Grt met1 use | 0.1559 |
| Placer Congestion | 0.8030 |
| Syn Inst Count | between 100 and 150 |
| Bufs and invs on worst path | 4 |
| Post-route setup slack | 0.2022 ns |
| TNS Setup | 0 ns |
| Maximum vdd ir drop | 499.6 uV |
| Endpoints left unconstrained | 16 |
| DIE AREA | about 9700 um2 |
| Hold path startpoint | number[1] |
| Routed WL per cell | 16.29 um |
| Post-Place Setup Slack | -0.1330 ns |
| Post-synth ARST share | 0 |
| Ys cells | 134 |
| Mapped Avg Cell Area | around 21 um2 |
| Synth Cell Area | 2795 um2 |
| CORE AREA | ~8900 um2 |
| First-iteration detailed-routing DRC count | 65 |
| Top Ports | 21 |
| Initial antenna violation count | 0 |
| Tool warnings | 25 |
| Dominant Register Cell | edfxtp_1 |
| Max-cap viol count | 0 |
| Area grow syn2layout | 26.90% |
| Setup crit start kind | primary input |
| Hold Crit Depth | 2 |
| Most frequent logic cell in the layout | edfxtp_1 |
| Max frequency | roughly 0.56 GHz |
| Worst min path class | in2reg |
| Worst-margin pin slew | 0.5265 ns |
| Setup Crit Path Kind | in2reg |
| Met2 Usage GRT | 0.1863 |
| Hold WS | 0.9020 ns |
| Worst EP required | 2.05 ns |
| Data arrival, critical path | between 1.5 and 2 ns |
| Distinct lib cells used | 21 |
| Die Ht | 98.53 um |
| Status | finished clean |
| Fin crit period | 1.798 ns |
| Critical-path top delay cell | nor3_1 |
| Crit. End Element | flip-flop |
| Final hold vios | 0 |
| Final setup vio count | 0 |
| Core Util, Final | 0.3990 |
| Critical path's top delay family | buffers and inverters |
| Grt peak-use layer | met2 |
==> power breakdown <==
part / internal [mW] / switching (mW) / leakage (nW) / total, mW
clock network: 0.568 / 0.458 / 0.0920 / 1.03
logic: 0.147 / 0.126 / 0.540 / 0.273
registers: 1.58 / 0.0110 / 0.645 / 1.59
==> logic make-up (layout without fill, tap and decap cells) <==
family,Yosys count,in the layout,synth area share
compound gates,3,3,0.005370
flops,64,64,0.6876
buf+inv,9,74,0.02417
latches,8,8,0.04297
fa+ha+maj,1,1,0.003581
xor+xnor,10,10,0.03134
mux,24,24,0.1813
simple gates,15,15,0.02373
==> sequential cells by signal, indices dropped and copies added, names as in the netlist <==
name,flops
XR.dataOut,8
XR.ram,64
==> synthesized netlist by cell type, types with 2 or more instances <==
| library cell | count | area, um2 |
|---|---|---|
| dlxtp_1 | 8 | 120.1 |
| clkbuf_1 | 2 | 7.510 |
| mux4_1 | 15 | 394.1 |
| edfxtp_1 | 64 | 1922 |
| mux2_2 | 8 | 90.09 |
| nor3_1 | 4 | 20.02 |
| xnor2_1 | 2 | 17.52 |
| nand2_1 | 5 | 18.77 |
| nor2_1 | 4 | 15.01 |
| o21ai_0 | 2 | 10.01 |
| xor2_1 | 8 | 70.07 |
| buf_2 | 2 | 10.01 |
| buf_6 | 2 | 22.52 |
==> through the flow <==
stage / instances / power [mW]
final: 307 / 2.889
after global routing: 307 / 3.016
after CTS: 307 / 2.930
after detailed placement: 291 / 1.897
after global placement: 291 / 1.895
after floorplan: 134 / 1.761
==> layer usage <==
metal  wire [um]  up-vias
met5           0        -
met2        2498       59
met3         517        7
met4          65        0
met1        1920      651
li1            -      668
==> layout make-up <==
cell class	instances	area [um2]
Fill cell	785	5344
Sequential cell	72	2042
Multi-Input combinational cell	53	691.9
Timing Repair Buffer	56	483.0
Tap cell	108	135.1
Clock buffer	10	127.6
Clock inverter	6	60.06
Inverter	2	7.507
==> worst max-delay path by stage <==
stage            start      endpoint  slack [ns]  cells past startpoint
CTS           index[1]  XR.ram[1][1]        0.22                      5
global route  index[0]  XR.ram[4][2]        0.05                      5
finish        index[2]  XR.ram[2][4]        0.20                      5
Power and IR drop assume default switching activity.
